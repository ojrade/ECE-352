### config.mk
export PLATFORM = sky130hd
export DESIGN_NAME = AHW1
export DESIGN_NICKNAME = AHW1
export VERILOG_FILES = /design/flow/design.v
export SDC_FILE = /design/flow/constraint.sdc
export NUM_CORES = 4
export LEC_CHECK = 1
export CORE_AREA = 10 10 70 70
export DIE_AREA = 0 0 80 80
### constraint.sdc
current_design AHW1

set clk_period 1.8
set clk_io_pct 0.2

create_clock -name clk0 -period $clk_period

set non_clock_inputs [all_inputs -no_clocks]
set_input_delay [expr $clk_period * $clk_io_pct] -clock clk0 $non_clock_inputs
set_output_delay [expr $clk_period * $clk_io_pct] -clock clk0 [all_outputs]
### design.v
module AHW1(
  input		[17:0] SW,		 
  input		[3:0] KEY,		 
  output 	[17:0] LEDR,	 
  output	[7:0] LEDG		 
);
  RCA4 iDUT(.A(SW[17:14]), .B(SW[3:0]), .Cin(~KEY[0]), .S(LEDG[3:0]),
            .Cout(LEDG[7]));
  assign LEDR[17:14] = SW[17:14];
  assign LEDR[3:0] = SW[3:0];  
endmodule
module FA(
  input 	A,B,Cin,	 
  output	S,Cout		 
);
	assign S = A^B^Cin;
	assign Cout = (A&B)|(A&Cin)|(B&Cin);
endmodule
module RCA4(
  input 	[3:0]	A,B,	 
  input 		Cin,	 
  output 	[3:0]	S,	 
  output 		Cout  	 
);
	logic [2:0] carry;
	FA fa0(.A(A[0]), .B(B[0]), .Cin(Cin), .S(S[0]), .Cout(carry[0]));
	FA fa1(.A(A[1]), .B(B[1]), .Cin(carry[0]), .S(S[1]), .Cout(carry[1]));
	FA fa2(.A(A[2]), .B(B[2]), .Cin(carry[1]), .S(S[2]), .Cout(carry[2]));
	FA fa3(.A(A[3]), .B(B[3]), .Cin(carry[2]), .S(S[3]), .Cout(Cout));
endmodule
### run.sh
#!/bin/bash
# OpenROAD 26Q1-2900-gdf79404cd8, Yosys 0.63+post, stock flow scripts
make -C /OpenROAD-flow-scripts/flow DESIGN_CONFIG=/design/flow/config.mk WORK_HOME=/design/flow/orfs finish
==> flow_summary.ini <==
; yosys + openroad results
[final_layout]
seq_cells = 0
lay_top_count = conb_1
area_delta_synth_final_pct = 36.9
drive_gt1_share_pct = 31.1
fin_area_sq_um = 413
final_util_pct = 12.1
flop_area_sq_um = 0
n_clock_buffer = 0
lay_top_cells = conb_1, clkdlybuf4s50_1, buf_2, fa_2

[worst_setup_path]
start_kind = input pin
crit_arrival_ns = 2.19
critPathRequiredTime_ns = 1.44
end_kind = output port
worstPathMaxFanout = 1
timing.setup.critical_path_class = input pin to output port

[routing]
num_vias = 184
wl_met3_um = 145
ant_nets = 0
drc = 0
route.top_layer_used = met3
met2WireLength_um = 332
wl_per_cell_um = 8.33
routedLengthMet1_um = 280
drt-vias-per-instance = 2.02
diodes = 0
drtIter0Drc = 2
first_pass_iters = 2
routed_wl_um = 758

[power_and_ir_drop]
pwr_density_cell_mw_per_mm2 = 194
ir_drop_mv = 0.0535
p_leak_nw = 0.191

[final_timing]
hold_viol = 0
fin_crit_ns = 2.55
fmax_mhz = 392
timing.hold.ws_ns = 1.17
postLayoutSetupSlackWorst_ns = -0.749
setup_viol_count_final = 4
finalCritPeriodShare_pct = 142
drv_slew = 0
grt_setup_unrepaired = true

[floorplan]
pin_count = 48
fp_util_pct = 8.83
core-area_sq_mm = 0.00342
fp.dieW_um = 80
die_y_um = 80
dieArea_sq_mm = 0.00640
rows = 21

[clock_tree]
cts_setup_buffers = 0
cts_hold_repair.buffers = 0

[placed_design]
postPlaceCellArea_sq_um = 437
dpl_worst_slack_ns = -1.53
globalplace.congestion = 0.797
port_buffers = 22
dp_hpwl_um = 763

[run_status]
status = complete, but fails checks
violations = negative setup slack

[min_path]
hp-class = input pin to output port
holdPathStages = 3
min-delay-start = SW[0]
hold_end = LEDG[0]

[global_route]
track_usage_pct = 2.09
grt_start_max_net_pins = 3
grt_pass1_vias = 215
grt_pass1_wl_mm = 1.08
antenna_found_initial = 0
gr-total-overflow = 0

[run]
drv_cap = 0
warnings = 48

[synthesis]
syn_inst = 37
synth_area_per_cell_sq_um = 8.15
synth_cell_types = 4
ys_seq_share_pct = 0
netlist_area_sq_um = 302
yosys_area_sq_um = 302
ys_cells = 37
ys_warn_count = 13
-- how the worst max path moves through the flow --
stage / end / slack, ns / cells past startpoint / from
after global routing: LEDG[3] / -0.82 / 9 / KEY[0]
final: LEDG[3] / -0.75 / 9 / KEY[0]
after CTS: LEDG[3] / -0.79 / 8 / SW[0]
-- Yosys cell counts, drive strengths merged --
| cell | n | area share, % |
|---|---|---|
| inv | 6 | 7.5 |
| buf | 26 | 65 |
| fa | 4 | 27 |
| conb | 1 | 1.2 |
-- stage by stage --
stage | power, W | setup TNS, ns | instances
6_report | 0.0000800 | -1.63 | 91
3_3_place_gp | 0.000104 | -5.07 | 91
2_1_floorplan | 0.0000713 | -1.15 | 49
3_5_place_dp | 0.000103 | -5.07 | 91
5_1_grt | 0.0000953 | -1.85 | 91
4_1_cts | 0.0000842 | -1.71 | 91
-- power by group --
| part | total [W] | internal (W) | switching (W) |
|---|---|---|---|
| Combinational | 0.0000800 | 0.0000538 | 0.0000261 |
| Sequential | 0 | 0 | 0 |
| Clock | 0 | 0 | 0 |
-- worst max-delay path, cell delays in order --
cell	delay [ns]
buf_6	0.07
inv_2	0.03
fa_2	0.38
fa_2	0.38
fa_2	0.35
inv_2	0.06
fa_2	0.42
inv_2	0.05
buf_2	0.09
-- kinds of logic (layout without fill, tap and decap cells) --
group,count (synthesis),after routing,synth area share [%]
buf+inv,32,28,72.2
fa+ha+maj,4,4,26.6
other cells,1,13,1.24
-- area by class of cell --
| cell class | count | area (sq um) |
|---|---|---|
| inverters | 6 | 22.5 |
| well taps | 46 | 57.6 |
| repair buffers | 22 | 194 |
| fillers | 413 | 3000 |
| multi-input cells | 17 | 139 |
-- routing by layer --
layer / up-vias / GRT usage (%)
li1: 83 / -
met1: 80 / 2.27
met3: 0 / 1.48
met4: 0 / 0
met2: 21 / 3.45
met5: - / 0
-- what timing repair did --
item                       in CTS  in global routing
gates resized                  31                  1
pin swaps                       4                  4
setup endpoints to repair       5                  4
No activity file was given, so power comes from the tool's default toggle rates.
