$ cat /design/flow/design.v
module	LCD2x16(	
input	clk,
input	rst_n,
output	[7:0]LCD_DATA,
output	LCD_RW,
output	LCD_EN,
output	LCD_RS,
input   [6:0]index,
input   [7:0]char,
input   go,
output reg done
);
	reg	[4:0]	LUT_INDEX;
	reg	[8:0]	LUT_DATA;
	reg	[3:0]	LCD_ST, nxtLCD_ST;
	reg	[16:0]	mDLY;
	reg [7:0] char_ff;
	reg [6:0] index_ff;
	reg inc_indx;
	reg clr_dly;
	reg capture_char;
	reg			mLCD_Start;
	reg	[7:0]	mLCD_DATA;
	reg			mLCD_RS;
	wire		mLCD_Done;
	localparam  IDLE 		 = 4'b0000;
	localparam	INIT_SND     = 4'b0001;
	localparam  INIT_WAIT_DN = 4'b0010;
	localparam  INIT_DLY     = 4'b0011;
	localparam  U_WAIT_SND_A = 4'b0100;
	localparam  U_WAIT_DN_A  = 4'b0101;
	localparam  U_DLY_A      = 4'b0110;
	localparam  U_SND_D 	 = 4'b0111;
	localparam  U_WAIT_DN_D  = 4'b1000;
	localparam  U_DLY_D      = 4'b1001;
	always @(posedge clk, negedge rst_n)
	  if (!rst_n)
		LCD_ST <= IDLE;
	  else
		LCD_ST <= nxtLCD_ST;
	always @(posedge clk, negedge rst_n)
	  if (!rst_n)
		LUT_INDEX <= 5'h00;
	  else if (inc_indx)
		LUT_INDEX <= LUT_INDEX + 1;
	always @(posedge clk, negedge rst_n)
	  if (!rst_n)
		mDLY <= 17'h00000;
	  else if (clr_dly)
		mDLY <= 17'h00000;
	  else
		mDLY <= mDLY + 1;
	always @(posedge clk)
	  if (capture_char) begin
		char_ff <= char;
		index_ff <= index;
	  end
	always @(*) begin
	  nxtLCD_ST 	= LCD_ST;
	  inc_indx 		= 1'b0;
	  clr_dly 		= 1'b0;
	  mLCD_DATA 	= LUT_DATA[7:0];
	  mLCD_RS 		= LUT_DATA[8];
	  mLCD_Start 	= 1'b0;
	  done 			= 1'b0;
	  capture_char	= 1'b0;
	  case (LCD_ST)
		IDLE : begin
		  if (&mDLY[10:0]) begin
			nxtLCD_ST = INIT_SND;
		  end
		end
		INIT_SND : begin
			mLCD_DATA	=	LUT_DATA[7:0];
			mLCD_RS		=	LUT_DATA[8];
			mLCD_Start	=	1'b1;
			nxtLCD_ST	=	INIT_WAIT_DN;	  
		end
		INIT_WAIT_DN : begin
		  if (mLCD_Done) begin
			clr_dly 	= 1'b1;
			nxtLCD_ST 	= INIT_DLY;
		  end
		end
		INIT_DLY : begin
		  if (&mDLY || (&mDLY[10:0] && (LUT_INDEX!==5'h02))) begin
			if (LUT_INDEX==5'h14)
			  nxtLCD_ST = U_WAIT_SND_A;
			else
			  nxtLCD_ST = INIT_SND;
			inc_indx = 1'b1;
		  end
		end
		U_WAIT_SND_A : begin
		  mLCD_DATA		=	{1'b1,index_ff};
		  mLCD_RS		=	1'b0;		 
		  if (go) begin
			mLCD_Start  = 1'b1;
			nxtLCD_ST   = U_WAIT_DN_A;
			capture_char = 1'b1;
		  end
		end
		U_WAIT_DN_A : begin
		  mLCD_DATA		=	{1'b1,index_ff};
		  mLCD_RS		=	1'b0;		 
		  if (mLCD_Done) begin
			clr_dly = 1'b1;
			nxtLCD_ST 	= U_DLY_A;
		  end
		end
		U_DLY_A : begin
		  if (&mDLY[10:0]) begin
			nxtLCD_ST = U_SND_D;
		  end
		end
		U_SND_D : begin
			mLCD_DATA	=	char_ff;
			mLCD_RS		=	1'b1;
			mLCD_Start	=	1'b1;
			nxtLCD_ST	=	U_WAIT_DN_D;
		end
		U_WAIT_DN_D : begin
		  mLCD_DATA	=	char_ff;
		  mLCD_RS		=	1'b1;
		  if (mLCD_Done) begin
			clr_dly = 1'b1;
			nxtLCD_ST 	= U_DLY_D;
		  end
		end
		default : begin		 
		  if (&mDLY[10:0]) begin
			done = 1'b1;
			nxtLCD_ST = U_WAIT_SND_A;
		  end
		end
	  endcase	
	end	
	always @(*)
		case(LUT_INDEX)
			 5'h00:	LUT_DATA	=	9'h038;		 
			 5'h01:	LUT_DATA	=	9'h00C;		 
			 5'h02:	LUT_DATA	=	9'h001;		 
			 5'h03:	LUT_DATA	=	9'h006;		 
			 5'h04:	LUT_DATA	=	9'h080;		 
			 5'h05:	LUT_DATA	=	9'h14E;		 
			 5'h06:	LUT_DATA	=	9'h16F;		 
			 5'h07:	LUT_DATA	=	9'h120;		 
			 5'h08:	LUT_DATA	=	9'h144;		 
			5'h09:	LUT_DATA	=	9'h161;		 
			5'h0A:	LUT_DATA	=	9'h174;		 
			5'h0B:	LUT_DATA	=	9'h161;		 
			5'h0C:	LUT_DATA	=	9'h120;		 
			5'h0D:	LUT_DATA	=	9'h157;		 
			5'h0E:	LUT_DATA	=	9'h172;		 
			5'h0F:	LUT_DATA	=	9'h169;		 
			5'h10:	LUT_DATA	=	9'h174;		 
			5'h11:	LUT_DATA	=	9'h174;		 
			5'h12:	LUT_DATA	=	9'h165;		 
			5'h13:	LUT_DATA	=	9'h16E;		 
			5'h14:	LUT_DATA	=	9'h120;		 
			default : LUT_DATA = 9'h120;
		endcase	
LCD_Controller 		u0	(	 
							.iDATA(mLCD_DATA),
							.iRS(mLCD_RS),
							.iStart(mLCD_Start),
							.oDone(mLCD_Done),
							.iCLK(clk),
							.iRST_N(rst_n),
							.LCD_DATA(LCD_DATA),
							.LCD_RW(LCD_RW),
							.LCD_EN(LCD_EN),
							.LCD_RS(LCD_RS)	);
endmodule
module LCD_Controller (	 
						iDATA,iRS,
						iStart,oDone,
						iCLK,iRST_N,
						LCD_DATA,
						LCD_RW,
						LCD_EN,
						LCD_RS	);
parameter	CLK_Divide	=	16;
input	[7:0]	iDATA;
input	iRS,iStart;
input	iCLK,iRST_N;
output	reg		oDone;
output	[7:0]	LCD_DATA;
output	reg		LCD_EN;
output			LCD_RW;
output			LCD_RS;
reg		[4:0]	Cont;
reg		[1:0]	ST;
reg		preStart,mStart;
assign	LCD_DATA	=	iDATA; 
assign	LCD_RW		=	1'b0;
assign	LCD_RS		=	iRS;
always@(posedge iCLK or negedge iRST_N)
begin
	if(!iRST_N)
	begin
		oDone	<=	1'b0;
		LCD_EN	<=	1'b0;
		preStart<=	1'b0;
		mStart	<=	1'b0;
		Cont	<=	0;
		ST		<=	0;
	end
	else
	begin
		preStart<=	iStart;
		if({preStart,iStart}==2'b01)
		begin
			mStart	<=	1'b1;
			oDone	<=	1'b0;
		end
		if(mStart)
		begin
			case(ST)
			0:	ST	<=	1;	 
			1:	begin
					LCD_EN	<=	1'b1;
					ST		<=	2;
				end
			2:	begin					
					if(Cont<CLK_Divide)
					Cont	<=	Cont+1;
					else
					ST		<=	3;
				end
			3:	begin
					LCD_EN	<=	1'b0;
					mStart	<=	1'b0;
					oDone	<=	1'b1;
					Cont	<=	0;
					ST		<=	0;
				end
			endcase
		end
	end
end
endmodule
$ cat /design/flow/constraint.sdc
current_design LCD2x16

set clk_period 3.9
set clk_io_pct 0.2

create_clock -name clk0 -period $clk_period [get_ports {clk}]

set non_clock_inputs [all_inputs -no_clocks]
set_input_delay [expr $clk_period * $clk_io_pct] -clock clk0 $non_clock_inputs
set_output_delay [expr $clk_period * $clk_io_pct] -clock clk0 [all_outputs]
$ cat /design/flow/run.sh
#!/bin/bash
# OpenROAD 26Q1-2900-gdf79404cd8, Yosys 0.63+post, stock flow scripts
make -C /OpenROAD-flow-scripts/flow DESIGN_CONFIG=/design/flow/config.mk WORK_HOME=/design/flow/orfs finish
$ cat /design/flow/config.mk
export PLATFORM = sky130hd
export DESIGN_NAME = LCD2x16
export DESIGN_NICKNAME = LCD2x16
export VERILOG_FILES = /design/flow/design.v
export SDC_FILE = /design/flow/constraint.sdc
export NUM_CORES = 4
export LEC_CHECK = 1
export CORE_UTILIZATION = 30
==> impl_metrics.toml <==
# implementation run metrics
[yosys]
yosysMostFrequentCell = "dfrtp_1"
mux_share = 0.0142
ys_cells = 280
ys_sh_aoi = 0.146
yosysSeqAreaShare = 0.527
ys_types = 54
syn-cell-area_um2 = 2990
ys_area_um2 = 2990
yosysTopAreaCell = "dfrtp_1"
syn_inst = 280
avgSynthCellArea_um2 = 10.7
top_cells_by_count = "dfrtp_1 (43), nor2_1 (26), nand2_1 (20)"
ys.flops = 60
synth-edff-count = 15
synthAdderAreaFrac = 0.0460
flop_cell = "dfrtp_1"
synth-simple-area-share = 0.185
top_logic_kind = "simple AND/OR/NAND/NOR gates"
xor_share = 0.0468
area_leaders = "dfrtp_1 (36%), edfxtp_1 (15%), ha_1 (4.6%)"
synthArstFlopShare = 0.750
yosys_warnings = 2
synth_top_area_share = 0.359

[routing]
avgRoutedWirePerCell_um = 13.0
wl_mm = 5.76
drt-pass1-iter-count = 4
drc = 0
antenna_left = 0
drt-vias-per-instance = 4.70
vias = 2092
drtIter0Drc = 110
diodes = 0

[setup_path]
timing.rr.end = "LUT_INDEX[3]$_DFFE_PN0P_"
crit_buf_inv = 2
slowest_stage = "dfrtp_1"
crit_path_max_fanout = 7
ff2ff_path_depth = 6
rrSetupSlack_ps = 1800
r2r-start = "LUT_INDEX[0]$_DFFE_PN0P_"
critPathKind = "reg -> out"
cpPeakStageDelay_ps = 470
arrival_ps = 2520
path_cells = "inv_1, ha_1, nor2b_1, a211o_1, a221oi_1, a221o_1, clkdlybuf4s50_1"
required_ps = 3120
cp-start-kind = "register"
path_delay_family = "AND-OR/OR-AND gates"
endpoint_kind = "output port"

[worst_hold_path]
hold_end = "mDLY[0]$_DFF_PN0_"
holdPathStages = 1
hold_class = "reg -> reg"
min_from = "mDLY[0]$_DFF_PN0_"

[final_timing]
min_period_ps = 3300
hold_viol = 0
finalSetupViolations = 0
worst_pin_slew_ps = 711
slew_violations = 0
fin_crit_sh = 0.845
fmax_ghz = 0.303
relSlewSlack = 0.526
fin_hold_ws_ps = 451
skew_ps = 7.96
rsz0062_at_grt = "no"
tns_ps = 0

[global_route]
grt_pass1_wl_mm = 9.96
grt_max_degree = 46
antenna_found_initial = 0
overflow = 0
grt_use_total = 0.126
grt_pass1_vias = 2038

[finish]
design_area_um2 = 3610
area_growth_pct = 20.6
final_cells = 445
drive_gt1_frac = 0.106

[power]
p_leak_nw = 1.53
max-vdd-ir-drop_v = 0.000236
power.density_nw_per_um2 = 406
totalPowerFinal_mw = 1.47

[clock_tree]
cts_tree = "yes"
ctsResizeCount = 0
cts_hold_buf = 0
postCtsSetupRepairBufs = 0
clockBufferDepth = 2
cts_root_buffer = "clkbuf_8"
path_clk_slew_ps = 70
htreeDepth = 3
worstSkewPairLatency_ps = 340
clock_sinks = 60
cts_made_buffers = 9

[die]
io_pins = 30
die_h_um = 102
chipArea_um2 = 10400
fp_util = 0.308
die_w_um = 102
num_rows = 36
coreArea_um2 = 9730

[placement]
io_buffers = 28
place_congestion = 0.796
dp_hpwl_mm = 3.82
place_area_um2 = 3390
dp.cells = 429

[flow_run]
log.warning_count = 31
drv_cap = 0

[outcome]
status = "completed"
==> worst max-delay path by stage <==
stage                       startpoint           to  slack [ps]  cells past startpoint
global route  LUT_INDEX[1]$_DFFE_PN0P_  LCD_DATA[3]         420                      7
finish        LUT_INDEX[1]$_DFFE_PN0P_  LCD_DATA[3]         600                      7
CTS           LUT_INDEX[0]$_DFFE_PN0P_  LCD_DATA[3]         590                      7
==> flip-flops by register name (all words and copies together), names as in the netlist, named ones only <==
| name | flops |
|---|---|
| u0.LCD_EN | 1 |
| u0.oDone | 1 |
| char_ff | 8 |
| index_ff | 7 |
| mDLY | 17 |
| LUT_INDEX | 5 |
| u0.ST | 2 |
| u0.mStart | 1 |
| u0.preStart | 1 |
| u0.Cont | 5 |
| LCD_ST | 10 |
==> cell type report <==
class,instances,area [um^2]
Inverter,10,37.5
Clock inverter,7,98.8
Multi-Input combinational cell,196,1320
Tap cell,133,166
Timing Repair Buffer,30,290
Fill cell,975,6120
Clock buffer,9,124
Sequential cell,60,1580
==> cells by family after synthesis <==
family | Yosys count
simple gates | 104
compound gates | 60
flops | 60
buf+inv | 24
xor+xnor | 16
fa+ha+maj | 11
mux | 4
other cells | 1
==> per-layer routing <==
layer  global-route usage  vias up  routed length (um)
met5                    0        -                   0
met3               0.0389       11                 263
li1                     -     1061                   -
met4               0.0220        0                 121
met2                0.169       32                2450
met1                0.206      988                2930
==> placed cells by master (no fill, tap or decap), types with 2 or more instances in the layout <==
| cell type | count |
|---|---|
| nand2b_1 | 5 |
| a22oi_1 | 4 |
| nand3_1 | 8 |
| nor4_1 | 4 |
| a21o_1 | 4 |
| dfrtp_1 | 43 |
| nand4_1 | 8 |
| bufinv_16 | 2 |
| a21oi_1 | 14 |
| a31oi_1 | 3 |
| or2_2 | 2 |
| nor2_1 | 26 |
| mux2_2 | 2 |
| and2_1 | 4 |
| dfstp_2 | 2 |
| clkinv_4 | 2 |
| xnor2_1 | 11 |
| a22o_1 | 7 |
| inv_1 | 10 |
| nand2_1 | 20 |
| ha_1 | 11 |
| edfxtp_1 | 15 |
| xor2_1 | 5 |
| a211o_1 | 2 |
| and3_1 | 4 |
| o21ai_0 | 11 |
| clkbuf_8 | 9 |
| clkdlybuf4s50_1 | 27 |
| a221o_1 | 3 |
| buf_4 | 2 |
| nor3_1 | 8 |
| nor2b_1 | 6 |
| mux2i_1 | 2 |
==> report_power, final <==
part | internal (mW) | total, mW | leakage, nW | switching (mW)
clock | 0.363 | 0.625 | 0.110 | 0.262
sequential | 0.682 | 0.739 | 0.736 | 0.0571
combinational | 0.0557 | 0.101 | 0.688 | 0.0454
total | 1.10 | 1.47 | 1.53 | 0.365
==> metrics by stage <==
step / util / setup WS [ps]
2_1_floorplan: - / 1580
3_3_place_gp: 0.348 / 967
3_5_place_dp: 0.348 / 951
4_1_cts: 0.371 / 587
5_1_grt: 0.371 / 416
6_report: 0.371 / 604
==> worst register-to-register path: cells and delay by family, from the launching register on <==
kind                       cells  cell delay (ps)
xor gates and xnor gates       1              170
DFF                            1              450
adders and majority gates      1              260
buffers and inverters          1              150
AOI/OAI and AO/OA              1              550
and+or+nand+nor                2              380
No activity file was given, so power comes from the tool's default toggle rates.
